===== design/flow/constraint.sdc =====
current_design InstMem

set clk_period 2.3
set clk_io_pct 0.2

create_clock -name clk0 -period $clk_period

set non_clock_inputs [all_inputs -no_clocks]
set_input_delay [expr $clk_period * $clk_io_pct] -clock clk0 $non_clock_inputs
set_output_delay [expr $clk_period * $clk_io_pct] -clock clk0 [all_outputs]

===== design/flow/design.v =====
module HiLo(
    input wire rst,
    input wire clk,
    input wire [31:0] wHiData,
    input wire [31:0] wLoData,
    input wire whi,
    input wire wlo,
    output reg [31:0] rHiData,
    output reg [31:0] rLoData
);
    reg [31:0] Hi,Lo;
    always@(*)
       if(rst == 1'b0)
         begin
           rHiData = 32'h00000000;
           rLoData = 32'h00000000;
         end
       else
         begin
           rHiData = Hi;
           rLoData = Lo;
         end
    always@(posedge clk)
       if(rst == 1'b1)
         begin
           if(whi == 1'b1)
             Hi <= wHiData;
           if(wlo == 1'b1)
              Lo <= wLoData;
         end
endmodule
module InstMem(
    input wire clk,
    input wire ce,
    input wire [31:0] addr,
    output reg [31:0] data
);
    reg [31:0] instmem [1023 : 0];    
    always@(*)      
        if(ce == 1'b0)
          data = 32'h00000000;
        else
          data = instmem[addr[11 : 2]];   
    initial
		begin
			instmem[0] = 32'h34010000;
			instmem[1] = 32'h34021234;
			instmem[2] = 32'hAC220000;
			instmem[3] = 32'h34025678;
			instmem[4] = 32'hE0220000;
			instmem[5] = 32'h8C220000;
			instmem[6] = 32'h34030000;
			instmem[7] = 32'hC0230000;
			instmem[8] = 32'h20630001;
			instmem[9] = 32'hE0230000;
			instmem[10] = 32'h8C230000;
			instmem[11] = 32'h3404000f;
			instmem[12] = 32'h40845800;
			instmem[13] = 32'h3C041000;
			instmem[14] = 32'h34840401;
			instmem[15] = 32'h40846000;
			instmem[16] = 32'h40056000;
			instmem[1] = 32'h3404000a;
			instmem[2] = 32'h40845800;
			instmem[3] = 32'h3401ffff;
			instmem[4] = 32'h3402ffff;
			instmem[5] = 32'h3403ffff;
			instmem[6] = 32'h3404ffff;
			instmem[7] = 32'h3405ffff;
			instmem[8] = 32'h3406ffff;
			instmem[9] = 32'h3407ffff;
			instmem[10] = 32'h3408ffff;
			instmem[11] = 32'h3409ffff;
			instmem[20] = 32'h340affff;
			instmem[21] = 32'h340bffff;
			instmem[22] = 32'b01000010000000000000000000011000;
          end
endmodule

===== design/flow/config.mk =====
export PLATFORM = sky130hd
export DESIGN_NAME = InstMem
export DESIGN_NICKNAME = InstMem
export VERILOG_FILES = /design/flow/design.v
export SDC_FILE = /design/flow/constraint.sdc
export NUM_CORES = 4
export LEC_CHECK = 1
export CORE_AREA = 10 10 70 70
export DIE_AREA = 0 0 80 80
export SYNTH_MEMORY_MAX_BITS = 65536

===== design/flow/run.sh =====
#!/bin/bash
# OpenROAD 26Q1-2900-gdf79404cd8, Yosys 0.63+post, stock flow scripts
make -C /OpenROAD-flow-scripts/flow DESIGN_CONFIG=/design/flow/config.mk WORK_HOME=/design/flow/orfs finish

==> job_summary.md <==
## Implementation flow summary

| Metric | Value |
|---|---|
| Status | `finished, final reports clean` |
| Synth warn | `1` |
| Avg Vias per Cell | `3.98` |
| Drt total wl | `2120 um` |
| Final setup margin | `47.9 ps` |
| Synth Instances | `82` |
| Hold wc startpoint | `addr[3]` |
| Chip width | `80 um` |
| Simple share | `26.4%` |
| Power density over cell area | `171 mW/mm^2` |
| Critical path endpoint category | `primary output` |
| Synth area leader | `buf_4` |
| Crit-path max FO | `6` |
| Main logic family | `buffers and inverters` |
| FA/HA/MAJ Cells, Area Fraction | `11.9%` |
| Post-Synth AOI/OAI Area | `28.3%` |
| First-pass GRT wire length | `3310 um` |
| WP data required | `1840 ps` |
| Top cells by count, synth | `buf_4, nor3_1, a21oi_1, nor2_1` |
| Hold Path Class | `input pin to primary output` |
| Top cells by area | `buf_4, ha_1, nor3_1` |
| Register area | `0 sq um` |
| Multiplexer share | `0%` |
| Share of layout cells above drive strength 1 | `44.2%` |
| Total gr overflow | `0` |
| Via count | `696` |
| FP Rows | `21` |
| Die height | `80 um` |
| Setup TNS | `0 ps` |
| VDD IR max | `48.9 uV` |
| Max Freq | `444 MHz` |
| Top-count cell post-synth | `buf_4` |
| Data arrival, critical path | `1790 ps` |
| Core Area | `0.00342 sq mm` |
| Die Size | `0.00640 sq mm` |
| Unique cell type count in the Yosys netlist | `30` |
| DPL Wire Length | `1730 um` |
| WHS Path Cells | `4` |
| Internal Power | `0.116 mW` |
| Final Hold Violation Tally | `0` |
| PortBufs | `33` |
| Total track usage | `6.19%` |
| N_diodes | `0` |
| CLK BUF | `0` |
| Drt pass-1 iters | `4` |
| Antenna violations before repair | `0` |
| # DRC | `0` |
| Max-cap violations | `0` |
| Leakage | `0.558 nW` |
| Sequential fraction of the synthesis area | `0%` |
| RSZ-0062 raised after global routing | `yes` |
| Routed len/inst | `12.1 um` |
| Sw Ratio | `40.3%` |
| Antenna Violating Nets Remaining | `0` |
| OpenROAD warnings | `65` |
| Number of global-route vias before repair | `692` |
| Tmin final | `2250 ps` |
| Post-Synth XOR/XNOR Area | `3.33%` |
| Clock network power share | `0%` |
| Cell Area, Synth | `527 sq um` |
| Final Wtd Congestion | `0.863` |
| Largest net degree at the start of global routing | `11` |
| Startpoint Class | `input pin` |
| Yosys cell count | `82` |
| Critical Path Source | `addr[4]` |
| Mean Syn Cell Area | `6.42 sq um` |
| CP Class | `input pin to primary output` |
| 1st-iter DRT viols | `7` |
| Top cell area share | `22.8%` |
| Final setup fails | `0` |
| Flops | `0` |
| Setup WS pre-CTS | `-496 ps` |
| FP Util | `15.4%` |
| Comb pwr share | `100.0%` |
| Worst Hold End | `data[17]` |
| Max Slew Vio Count | `0` |
| Tcrit/Tclk final | `97.9%` |
| WHS | `1380 ps` |
| Part of the power in registers | `0%` |
| Pwr Total | `0.194 mW` |
| Area Growth Syn to Fin | `116%` |
| Net Switching | `0.0783 mW` |
| Yosys synthesis chip area | `527 sq um` |
| Ports | `66` |
## worst max-delay path: stages
cell and delay (ps):
clkdlybuf4s15_2 220, buf_4 160, buf_12 130, nand2b_1 130
o22a_1 150, nor2_1 80, clkdlybuf4s50_1 470
## cells in the final DEF (no fill, tap or decap), drive strengths merged, types with 3 or more instances in the layout
master | netlist | routed
ha | 5 | 5
nand2 | 3 | 3
conb | 1 | 5
clkdlybuf4s50 | 0 | 16
o21ai | 7 | 7
dlymetal6s2s | 0 | 6
buf | 18 | 30
nor3 | 11 | 11
a21oi | 10 | 10
dlygate4sd2 | 0 | 6
inv | 5 | 5
nor2 | 6 | 6
## logic make-up (layout without fill, tap and decap cells)
group,Yosys count,after routing
AND-OR/OR-AND,24,24
XOR/XNOR,2,2
adder cells (fa/ha/maj),5,5
buffers and inverters,23,66
other,1,5
AND/OR/NAND/NOR,27,27
## layer usage
| layer | vias up | wire length [um] | track usage, % |
|---|---|---|---|
| met5 | - | 0 | 0 |
| met4 | 0 | 21 | 0.704 |
| met3 | 2 | 112 | 0.909 |
| met2 | 19 | 1060 | 11.5 |
| met1 | 316 | 925 | 7.46 |
| li1 | 359 | - | - |
## worst max path at each step
stage | endpoint | cells after the start
CTS | data[9] | 6
global route | data[11] | 7
finish | data[19] | 7
## cell type report
| type | instances | area (sq um) |
|---|---|---|
| Fill cell | 384 | 2280 |
| Tap cell | 46 | 57.6 |
| Inverter | 5 | 18.8 |
| Timing Repair Buffer | 61 | 553 |
| Multi-Input combinational cell | 63 | 507 |
## metrics by stage
stage	instances	cell area, sq um	utilization, %
after floorplan	86	542	-
after global placement	170	978	28.6
after detailed placement	170	978	28.6
after CTS	173	1080	31.7
after global routing	175	1140	33.3
final	175	1140	33.3
## power by group through the flow
| stage | Combinational [mW] | Clock [mW] | Sequential, mW |
|---|---|---|---|
| 4_1_cts | 0.193 | 0 | 0 |
| 5_1_grt | 0.215 | 0 | 0 |
| 6_report | 0.194 | 0 | 0 |
## timing repair
item / in CTS / in global routing
buffers inserted: 2 / 2
setup endpoints to repair: 27 / 18
pin swaps: 6 / 7
hold buffers: 0 / 0
gates cloned: 1 / 0
hold endpoints to repair: 0 / 0
gates resized: 44 / 14
Power and IR drop assume default switching activity.
