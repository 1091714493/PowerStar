**flow/run.sh**
```bash
#!/bin/bash
# OpenROAD 26Q1-2900-gdf79404cd8, Yosys 0.63+post, stock flow scripts
make -C /OpenROAD-flow-scripts/flow DESIGN_CONFIG=/design/flow/config.mk WORK_HOME=/design/flow/orfs finish
```
**flow/config.mk**
```make
export PLATFORM = sky130hd
export DESIGN_NAME = RegFile
export DESIGN_NICKNAME = RegFile
export VERILOG_FILES = /design/flow/design.v
export SDC_FILE = /design/flow/constraint.sdc
export NUM_CORES = 4
export LEC_CHECK = 1
export CORE_UTILIZATION = 40
```
**flow/constraint.sdc**
```tcl
current_design RegFile

set clk_period 10.1
set clk_io_pct 0.2

create_clock -name clk0 -period $clk_period [get_ports {clk}]

set non_clock_inputs [all_inputs -no_clocks]
set_input_delay [expr $clk_period * $clk_io_pct] -clock clk0 $non_clock_inputs
set_output_delay [expr $clk_period * $clk_io_pct] -clock clk0 [all_outputs]
```
**flow/design.v**
```verilog
module HiLo(
    input wire rst,
    input wire clk,
    input wire [31:0] wHiData,
    input wire [31:0] wLoData,
    input wire whi,
    input wire wlo,
    output reg [31:0] rHiData,
    output reg [31:0] rLoData
);
    reg [31:0] Hi,Lo;
    always@(*)
       if(rst == 1'b0)
         begin
           rHiData = 32'h00000000;
           rLoData = 32'h00000000;
         end
       else
         begin
           rHiData = Hi;
           rLoData = Lo;
         end
    always@(posedge clk)
       if(rst == 1'b1)
         begin
           if(whi == 1'b1)
             Hi <= wHiData;
           if(wlo == 1'b1)
              Lo <= wLoData;
         end
endmodule
module RegFile(
    input wire clk,
    input wire rst,
    input wire we,
    input wire [4:0] waddr,
    input wire [31:0] wdata,
    input wire regaRead,
    input wire regbRead,
    input wire [4:0] regaAddr,
    input wire [4:0] regbAddr,
    output reg [31:0] regaData,
    output reg [31:0] regbData
);
    reg [31:0] reg32[31 : 0];
    always@(*)
        if(rst == 1'b0)          
            regaData = 32'h00000000;
        else if(regaAddr == 32'h00000000)
            regaData = 32'h00000000;
        else
            regaData = reg32[regaAddr];
    always@(*)
        if(rst == 1'b0)          
            regbData = 32'h00000000;
        else if(regbAddr == 32'h00000000)
            regbData = 32'h00000000;
        else
            regbData = reg32[regbAddr];
    always@(posedge clk)
        if(rst == 1'b1)
            if((we == 1'b1) && (waddr != 32'h00000000))
                reg32[waddr] = wdata;
        else ;
endmodule
```
==> results.toml <==
# flow metrics
[power]
power_density_mw_per_mm2 = 174
p_leak_nw = 17.7
peakVddDrop_uv = 134
power_mw = 9.38

[worst_setup_path]
cpMaxStageDelayCell = "nor2b_4"
arrival_ns = 5.47
worst-path-max-fanout = 39
cp.required_ns = 8.08
path_buffers = 4
crit_path_end_kind = "primary output"
crit_path_frequent_cell = "buf_4"
slowest_delay_ns = 0.79
critPathKind = "in2out"
crit_path_start_kind = "input pin"
crit_chain = "buf_8, buf_4, nor2b_4, buf_4, a21oi_1, nand3_1, nand4_1, clkdlybuf4s50_1"
path_delay_family = "buffers and inverters"

[sta]
setup_viol = 0
tightest_slew_ns = 1.05
period_used_pct = 74.1
fin_crit_ns = 7.49
fmax_mhz = 134
grt_setup_unrepaired = "no"
hold_violations = 0
drv_slew = 0
whs_ns = 2.15
timing.slew.headroom_pct = 29.5
tns_ns = 0

[grt]
antenna_found_initial = 8
grt_use_met3_pct = 25.4
first_global_vias = 30945
grt-ovfl-total = 0
top_usage_layer = "met2"
use_met1_pct = 29.5
grt_pass1_wl_um = 213000
grt_use_total_pct = 28.0
grt_use_met2_pct = 39.3
grt_max_degree = 92

[logic_synthesis]
top_cell_area_share_pct = 65.4
yosys_warnings = 1
ff_type = "edfxtp_1"
ys_area_mm2 = 0.0470
ys_seq_elements = 1024
synth_cell_types = 33
synthCells = 2679
yosysSeqAreaShare_pct = 65.4
common_cells = "1024 x edfxtp_1, 379 x mux2i_1, 290 x mux4_2"
yosys.area.top_type = "edfxtp_1"
async_flop_share_pct = 0
yosys_cells = 2679
enable_flop_cells = 1024
postSynthAreaPerCell_um2 = 17.6
syn_area_mm2 = 0.0470
synth.most_common_cell = "edfxtp_1"
area_leaders = "edfxtp_1 65%, mux4_2 14%, mux2i_1 8.1%, a22oi_1 3.5%, mux2_2 1.5%"

[job]
warnings = 28
drv_cap = 0

[floorplan]
rows = 125
fp_util_pct = 40.4
die_area_mm2 = 0.119
io_pins = 116
coreArea_mm2 = 0.116
dieWidth_um = 345
fp.dieH_um = 345

[clocking]
cts_resized = 0
cts_tree = "built"
cts_buffer_depth = 3
cts_hold_buf = 0
postCtsSetupRepairBufs = 0
clock_sinks = 1024
cts.clk_slew.worst_paths_ns = 0.06
cts-root-buf = "clkbuf_16"
cts_htree_levels = 3
numCtsBuffers = 106

[drt]
drt_first_pass_iters = 6
routed_wl_um = 150000
drtIter0Drc = 1983
antenna_left = 0
dr_total_vias = 27987
drc = 0
viasPerCell = 6.29
wire_per_inst_um = 33.7

[cells_and_area]
layout-drive-gt1-share_pct = 23.2
fillers = 9495
largest_reg_flops = 1024
area_growth_pct = 14.6

[placement]
gp_congestion = 0.887
port_buffers = 113
place_hpwl_um = 82900

[min_path]
hold_class = "in2reg"

[outcome]
status = "finished clean"
metal layers:
layer  part of all wire (%)  up-vias
met5                   0.26        -
met4                    4.9       30
met3                     20      430
met2                     45     2210
met1                     30    13805
li1                       -    11512
cell type report:
type | instances | area, µm² | share of cell area (%)
Antenna cell | 1 | 2.50 | 0.00464
Clock buffer | 128 | 2800 | 5.19
Clock inverter | 64 | 657 | 1.22
Inverter | 3 | 11.3 | 0.0209
Multi-Input combinational cell | 1478 | 15700 | 29.1
Sequential cell | 1024 | 30700 | 57.1
Tap cell | 1524 | 1910 | 3.54
Timing Repair Buffer | 227 | 2060 | 3.83
logic make-up (layout without fill, tap and decap cells):
kind of cell           Yosys count  in the layout  synth area share, %
AOI/OAI and AO/OA              352            352                 5.20
buffers and inverters          208            422                 2.21
muxes                          733            733                 23.5
other                            1             33              0.00798
and+or+nand+nor                361            361                 3.69
DFF                           1024           1024                 65.4
where the power goes:
| group | leakage, nW | total [mW] | internal, mW | switching, mW |
|---|---|---|---|---|
| Clock | 1.70 | 3.92 | 2.31 | 1.61 |
| Sequential | 9.24 | 4.73 | 4.72 | 0.0139 |
| Combinational | 6.74 | 0.724 | 0.301 | 0.423 |
final timing paths:
path / endpoint / cells past startpoint / startpoint / slack [ns]
max: regbData[11] / 8 / regbAddr[0] / 2.61
min: reg32[0][17] / 2 / wdata[17] / 2.15
cell usage in the layout, fill, tap and decap left out, types with 25 or more instances in the layout:
cell	instances
a22oi_1	222
edfxtp_1	1024
nand3_1	97
buf_4	110
clkbuf_16	109
mux2_2	64
conb_1	32
nand4_1	65
a21oi_1	94
clkdlybuf4s50_1	108
clkinv_2	25
nor2_4	37
mux2i_1	379
nand2_1	130
mux4_2	290
a2bb2oi_1	32
metrics by stage:
stage          util, %  area [µm²]  setup slack, ns  instances
2_1_floorplan        -       47100             4.72       2710
6_report          46.3       53900             2.61       4449
4_1_cts           46.3       53900             2.56       4448
3_5_place_dp      43.3       50400             2.55       4256
5_1_grt           46.3       53900             2.44       4448
3_3_place_gp      43.3       50400             2.55       4256
Power is estimated from default activity; no workload was simulated.
